`/design/flow/design.v`:
```
`timescale 1ns / 1ps
module spi_mem(
input sclk,
input rst_n,
input mosi,
input cs,
output reg miso,
output reg mem_ready,
output reg mem_done
    );
 parameter idle =0,check_op=1,addr_dec=2,wr_mem=3,rd_mem=4,done=5;  
 reg [2:0] state;
 reg [7:0] mem[31:0];
 reg [7:0] data_wr;
 reg [7:0] data_rd;
 reg [7:0] mem_addr;
 reg [3:0] bit_cnt;
 reg wr;
 always @(posedge sclk or negedge rst_n )
 if (!rst_n) begin
    state <=idle;
    miso <= 1'bz;
    for (integer i =0; i <32; i=i+1) begin
        mem[i] <= 8'd0;
    end
    data_rd <= 8'd0;
    data_wr <= 8'd0;
    mem_addr <=8'd0;
    bit_cnt <=0;
    mem_ready <=0;
    mem_done <=0;
 end 
 else begin
    case(state)
        idle: 
            begin
            data_rd <= 8'd0;
            data_wr <= 8'd0;
            mem_addr <=8'd0;
            bit_cnt <=0;
            mem_ready <=0;
            mem_done <=0;
            miso <= 1'bz;
            if (!cs) begin 
                state <= check_op;
            end   
            else state <= idle; 
            end
        check_op:
            begin 
                wr <= mosi;
                state <= addr_dec;
                bit_cnt <= 4'd0;
            end
        addr_dec:
            if (bit_cnt < 7) begin
                mem_addr[ bit_cnt] <= mosi;
                bit_cnt <= bit_cnt +1;
            end
            else begin
                if (!wr)begin
                    mem_ready <= 1'b1;
                    mem_addr[bit_cnt] <= mosi;  
                    bit_cnt <=0;
                    state <= rd_mem;
                    data_rd <= mem[mem_addr];
                 end  
                 else begin
                    state <= wr_mem;
                    mem_addr[bit_cnt] <= mosi;  
                    bit_cnt <=0;
                 end 
            end
        wr_mem:
            if (bit_cnt < 8) begin
                data_wr[ bit_cnt] <= mosi;
                bit_cnt <= bit_cnt +1;
            end
            else begin
                mem_done<= 1'b1;
                mem[mem_addr] <= data_wr;
                state <= done;
                bit_cnt <= 0;
                mem_ready <= 1'b0;
            end
        rd_mem:
            if (bit_cnt < 8) begin
                miso <= data_rd[bit_cnt];
                bit_cnt <= bit_cnt +1;
            end
            else begin
                mem_done<= 1'b1;
                state <= done;
                bit_cnt <= 0;
                mem_ready <= 1'b0;
            end
        done: begin
            state <= idle;
            mem_done <= 1'b0;
        end    
        default:
            begin
                data_rd <= 8'd0;
                data_wr <= 8'd0;
                mem_addr <=8'd0;
                bit_cnt <=0;
                mem_ready <=0;
                mem_done <=0;
                state <= idle;
                miso <= 1'bz;
            end
    endcase
 end
endmodule
`timescale 1ns / 1ps
module spi_mem_ctrl(
input clk,
input rst_n,
input [7:0] addr,
input [7:0] wr_data,
input tr_start,  
input wr,  
output reg tr_done,  
output reg [7:0] read_data,
output wire sclk,
output reg mosi,
input miso,
output reg cs,
input mem_ready,
input mem_done,
output reg spi_err
    );
parameter idle = 0,check_op =1, send_wr=2, rd_addr=3, rcv_data=4,done=5;
reg [2:0] state;
reg [4:0] bit_cnt;
reg [16:0] data_reg;  
reg [7:0] mem_data;
reg sclk_t;
assign sclk = (state == idle)? sclk_t:clk;
always @(posedge clk or negedge rst_n)  begin
    if(!rst_n)begin
        state <= idle;
        cs <= 1'b1;
        sclk_t <= 1'b0;
        mosi <= 1'b0;
        spi_err <= 1'b0;
        tr_done <= 1'b0;
        data_reg <= 17'd0;
        mem_data <= 8'd0;
        bit_cnt <= 5'd0;
        read_data <= 8'd0;
    end
    else begin
    case(state)
    idle:begin
        tr_done <= 1'b0;
        mem_data <= 8'd0;
        bit_cnt <= 5'd0;
        read_data <= 8'd0;
        if(tr_start) begin
        state <= check_op;
        cs <= 1'b0;
        data_reg <= {wr_data,addr,wr};
    end
        else begin
        state <=idle;
        data_reg <= 17'd0;
        end
    end
    check_op: begin
        if(data_reg[8:1] < 8'd32) begin
            cs <= 1'b0;
            bit_cnt <= bit_cnt+1;
            mosi <= data_reg[bit_cnt];
            if (data_reg[0])   
                state <= send_wr;
            else
                state <=rd_addr;
         end  
         else begin
            spi_err <=1'b1;
            tr_done <=1'b1;
            state <= idle;
         end     
    end
    send_wr: if(bit_cnt < 17 ) begin
                mosi <= data_reg[bit_cnt];
                bit_cnt <= bit_cnt +1;
            end    
            else begin
                if(mem_done) begin
                    tr_done <= 1'b0;
                    state <= done;
                    bit_cnt <= 0;
                    cs <= 1'b1;
                end 
                else begin
                    state <= send_wr;
                    bit_cnt <= bit_cnt;
                end
            end 
    rd_addr:
            if(bit_cnt < 8 ) begin
                mosi <= data_reg[bit_cnt];  
                bit_cnt <= bit_cnt +1;
            end    
            else begin
                if(mem_ready) begin
                    state <= rcv_data;
                    bit_cnt <=0;
                    end
                else
                    state <= rd_addr;    
            end 
    rcv_data:if(bit_cnt < 8) begin
                mem_data[bit_cnt] <= miso;  
                bit_cnt <= bit_cnt +1;
            end    
            else begin
                tr_done <= 1'b0;
                state <= done;
                bit_cnt <= 0;
                cs <= 1'b1;
                read_data <=mem_data;
            end 
    done: begin
        state <= idle;
        tr_done <=1'b1;
    end        
    default: begin
        state <= idle;
        cs <= 1'b1;
        sclk_t <= 1'b0;
        mosi <= 1'b0;
        spi_err <= 1'b0;
        tr_done <= 1'b0;
        data_reg <= 17'd0;
        mem_data <= 8'd0;
        bit_cnt <= 5'd0;
        read_data <= 8'd0;
    end        
    endcase
    end
end
endmodule
`timescale 1ns / 1ps
module spi_top(
input clk,
input rst_n,
input [7:0] addr,
input [7:0] data_in,
input wr,  
output [7:0] data_out,
input ready,
output done,
output spi_err
    );
  wire mem_done,mem_ready,mosi,miso,sclk,cs;
 spi_mem_ctrl master (
.clk(clk),
.rst_n(rst_n),
.addr(addr),
.wr_data(data_in),
.tr_start(ready),
.wr(wr), 
.tr_done(done),  
.read_data(data_out),
.sclk(sclk),
.mosi(mosi),
 .miso(miso),
.cs(cs),
.mem_done(mem_done),
.mem_ready(mem_ready),
.spi_err(spi_err) );
spi_mem slave(
.sclk(sclk),
.rst_n(rst_n),
.mosi(mosi),
.cs(cs),
.miso(miso),
.mem_ready(mem_ready),
.mem_done(mem_done)
    );  
endmodule
interface spi_mem_if();
logic clk;
logic rst_n;
logic [7:0] addr;
logic [7:0] data_in;
logic wr;  
logic [7:0] data_out;
logic ready;
logic done;
logic spi_err;
endinterface
```
`/design/flow/run.sh`:
```
#!/bin/bash
# OpenROAD 26Q1-2900-gdf79404cd8, Yosys 0.63+post, stock flow scripts
make -C /OpenROAD-flow-scripts/flow DESIGN_CONFIG=/design/flow/config.mk WORK_HOME=/design/flow/orfs finish
```
`/design/flow/constraint.sdc`:
```
current_design spi_top

set clk_period 7.7
set clk_io_pct 0.2

create_clock -name clk0 -period $clk_period [get_ports {clk}]

set non_clock_inputs [all_inputs -no_clocks]
set_input_delay [expr $clk_period * $clk_io_pct] -clock clk0 $non_clock_inputs
set_output_delay [expr $clk_period * $clk_io_pct] -clock clk0 [all_outputs]
```
`/design/flow/config.mk`:
```
export PLATFORM = sky130hd
export DESIGN_NAME = spi_top
export DESIGN_NICKNAME = spi_top
export VERILOG_FILES = /design/flow/design.v
export SDC_FILE = /design/flow/constraint.sdc
export NUM_CORES = 4
export LEC_CHECK = 1
export CORE_UTILIZATION = 30
```
==> reports/qor.log <==
qor: status.run_status complete, no violations
qor: power.internal_dissipation 3.16 mW
qor: synthesis.yosys-stat-cells 1416
qor: synthesis.synth_seq_share 51.8%
qor: power.power_switching_share 23.6%
qor: synthesis.postSynthAreaPerCell 11.6 µm²
qor: synthesis.ao_oa_area_share 12.8%
qor: synthesis.yosysUniqueCellTypes 84
qor: worst_setup_path.arrival 4350 ps
qor: worst_setup_path.critPathKind flip-flop to clock gate
qor: worst_setup_path.cp_cell_sequence dlygate4sd3_1, dlygate4sd3_1, dlygate4sd3_1, dlygate4sd3_1, dlygate4sd3_1
qor: worst_setup_path.worst_ep_required_time 7910 ps
qor: floorplanning.num_io_pins 30
qor: synthesis.yosys.stat.chipArea 16400 µm²
qor: detailed_routing.avgRoutedWirePerCell 21.9 µm
qor: job.stage_log_warnings 31
qor: detailed_routing.num_vias 12000
qor: global_routing.first_pass_grt_wire_length 73700 µm
qor: detailed_routing.average_vias_per_placed_instance 5.57
qor: global_routing.first_global_vias 12000
qor: synthesis.post_synthesis_register_bit_count 339
qor: detailed_routing.drc_violations 0
qor: cells_and_area.max_reg_flops 256
qor: cells_and_area.stdcell_area 18900 µm²
qor: power.cellPowerDensity 219 nW/µm²
qor: floorplanning.die_width 236 µm
qor: synthesis.synth-edff-count 1
qor: synthesis.topCombFamilyByArea multiplexers
qor: place.post-dp-hpwl 31100 µm
qor: worst_setup_path.endpoint_kind clock gate
qor: floorplanning.die_h 236 µm
qor: synthesis.synthDominantAreaCellType sky130_fd_sc_hd__dfrtp_1
qor: synthesis.xor_area_share 0.214%
qor: sta.worst_slew_margin_rel 37.8%
qor: sta.report.final.slew_viol_count 0
qor: place.io_buf_count 29
qor: synthesis.synth.cells.most_frequent sky130_fd_sc_hd__dfrtp_1, sky130_fd_sc_hd__mux2_2, sky130_fd_sc_hd__nand2_1, sky130_fd_sc_hd__o21ai_0, sky130_fd_sc_hd__clkbuf_1
qor: clock_network.tritoncts yes
qor: synthesis.postSynthCellCount 1416
qor: detailed_routing.drt_wl_total 47200 µm
qor: power.power.share.sequential 44.6%
qor: clock_network.clkSlewWorstSetupHoldPaths 60 ps
qor: worst_setup_path.critical_path.startpoint_type flip-flop
qor: sta.timing.final.setup_violations 0
qor: detailed_routing.drt_first_pass_iters 5
qor: sta.rsz0062_at_grt no
qor: sta.fin_tns_setup 0 ps
qor: power.static_power_due_to_leakage 8.37 nW
qor: sta.clock-skew-final 32.0 ps
qor: hold_path.holdCritPathClass flip-flop to clock gate
qor: synthesis.synth_largest_type_area_fraction 51.1%
qor: global_routing.grt-ovfl-total 0
qor: worst_setup_path.max_stage_delay_cell_worst_path sky130_fd_sc_hd__dlygate4sd3_1
qor: clock_network.post-cts-setup-buffers 0
qor: synthesis.area_leaders sky130_fd_sc_hd__dfrtp_1, sky130_fd_sc_hd__mux2_2, sky130_fd_sc_hd__nand2_1
qor: synthesis.synth_simple_gate_area_share 11.2%
qor: floorplanning.fp.coreArea 53900 µm²
qor: place.globalplace.congestion 0.987
qor: floorplanning.floorplan.initialDensity 30.4%
qor: worst_setup_path.crit_path_frequent_cell sky130_fd_sc_hd__dlygate4sd3_1
qor: synthesis.ys_sh_adder 0.763%
qor: power.combinationalPowerShare 6.6%
qor: place.postPlaceCellArea 17400 µm²
qor: global_routing.global_route.usage.total 17.7%
qor: worst_setup_path.largest_stage_delay_on_the_critical_path 590 ps
qor: floorplanning.num_rows 85
qor: global_routing.antenna_found_initial 0
qor: synthesis.synthMuxAreaShare 20.4%
qor: cells_and_area.flow.area_growth_from_synthesis 15.0%
qor: detailed_routing.antenna_cells 0
qor: detailed_routing.initialDrtViolationCount 931
qor: synthesis.dominantRegCellSynth sky130_fd_sc_hd__dfrtp_1
qor: job.timing.max_cap.violations 0
qor: clock_network.clkLatencyLatePin 980 ps
qor: power.vdd.ir_drop.worst 0.153 mV
qor: floorplanning.die_area 55600 µm²
qor: synthesis.post-synth-top-count-cell sky130_fd_sc_hd__dfrtp_1
qor: synthesis.async_reset_ff_share 99.7%
qor: synthesis.ys.warnings.count 6
qor: cells_and_area.layout-drive-gt1-share 29.0%
qor: power.p_switching 0.973 mW
qor: detailed_routing.ant_nets 0
qor: sta.hold_viol_final 0
qor: sta.tightest_slew 931 ps
qor: synthesis.post_synth_instance_area 16400 µm²
qor: cells_and_area.layout.filler_cells 5152
qor: global_routing.grt_start_max_net_pins 78
qor: worst_setup_path.critPathMaxFanout 5
qor: power.share_clk_of_total_power 48.9%
## path summary, 6_finish.rpt
path / start / to / cells past startpoint / slack (ps)
min: master.state[0] / clock gate / 5 / 110
max in group asynchronous: rst_n / slave.mem[1][5] / 3 / 5220
max: master.state[0] / clock gate / 5 / 3560
max reg2reg: slave.mem_addr[4] / slave.mem[29][6] / 5 / 4430
min in group asynchronous: rst_n / slave.mem[12][2] / 1 / 530
max in group clk0: master.read_data[5] / data_out[5] / 1 / 4340
min in group clk0: slave.mem[4][0] / slave.mem[4][0] / 2 / 480
min reg2reg: slave.mem[4][0] / slave.mem[4][0] / 2 / 480
## critical path: cells and delay by family, from the launching register on
family | cells | cell delay [ps]
flip-flops | 1 | 570
buffers and inverters | 5 | 2830
## stage by stage
| stage | cells | power (mW) | setup WS (ps) | util, % | hold WS (ps) |
|---|---|---|---|---|---|
| after floorplan | 1416 | 1.69 | 5270 | - | -3490 |
| after global placement | 2076 | 1.78 | 4210 | 32.2 | -3480 |
| after detailed placement | 2076 | 1.78 | 4170 | 32.2 | -3480 |
| after CTS | 2156 | 4.16 | 3560 | 35.0 | 106 |
| after global routing | 2156 | 4.28 | 3520 | 35.0 | 144 |
| final | 2156 | 4.13 | 3560 | 35.0 | 106 |
## layer usage
metal | GRT usage (%) | share of wire [%] | vias to the layer above
met5 | 0.433 | 0.068 | -
met4 | 3.62 | 2.4 | 2
met3 | 5.63 | 9.2 | 89
met2 | 26.5 | 45 | 512
met1 | 25.7 | 44 | 6127
li1 | - | - | 5271
## power groups by stage
stage	Clock, mW	Sequential (mW)	Combinational [mW]
4_1_cts	2.05	1.84	0.272
5_1_grt	2.13	1.85	0.309
6_report	2.02	1.84	0.271
## kinds of logic after synthesis
kind of cell | after synthesis
simple gates | 363
xor+xnor | 4
fa+ha+maj | 10
buf+inv | 109
flops | 339
mux | 292
compound gates | 299
## what timing repair did
action	CTS	global route
setup endpoints to repair	0	0
hold endpoints to repair	1	0
hold buffers	5	0
gates resized	0	0
## area by class of cell
type | count | area (µm²) | share of cell area (%)
Clock buffer | 65 | 1340 | 7.08
Clock inverter | 10 | 110 | 0.584
Inverter | 18 | 67.6 | 0.358
Multi-Input combinational cell | 968 | 7440 | 39.4
Sequential cell | 339 | 8500 | 45.1
Tap cell | 696 | 871 | 4.62
Timing Repair Buffer | 60 | 541 | 2.87
## placed cells by master (no fill, tap or decap), types with 26 or more instances in the layout
cell type                         netlist  layout
sky130_fd_sc_hd__nand3_1               37      37
sky130_fd_sc_hd__mux2_2               262     262
sky130_fd_sc_hd__nand2_1              131     131
sky130_fd_sc_hd__a21oi_1               32      32
sky130_fd_sc_hd__clkbuf_16              0      48
sky130_fd_sc_hd__a22oi_1               42      42
sky130_fd_sc_hd__o21ai_0               68      68
sky130_fd_sc_hd__dfrtp_1              335     332
sky130_fd_sc_hd__nor2_2                26      26
sky130_fd_sc_hd__nor2_1                54      54
sky130_fd_sc_hd__a22o_1                38      38
sky130_fd_sc_hd__buf_4                  3      26
sky130_fd_sc_hd__clkdlybuf4s50_1        0      28
Power is estimated from default activity; no workload was simulated.
