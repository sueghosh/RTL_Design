### ./config.mk
export PLATFORM = sky130hd
export DESIGN_NAME = crc16_parallel
export DESIGN_NICKNAME = crc16_parallel
export VERILOG_FILES = /design/flow/design.v
export SDC_FILE = /design/flow/constraint.sdc
export NUM_CORES = 4
export LEC_CHECK = 1
export CORE_AREA = 10 10 78 78
export DIE_AREA = 0 0 88 88
### ./constraint.sdc
current_design crc16_parallel

set clk_period 2.1
set clk_io_pct 0.2

create_clock -name clk0 -period $clk_period [get_ports {clk}]

set non_clock_inputs [all_inputs -no_clocks]
set_input_delay [expr $clk_period * $clk_io_pct] -clock clk0 $non_clock_inputs
set_output_delay [expr $clk_period * $clk_io_pct] -clock clk0 [all_outputs]
### ./design.v
module crc16_parallel (in,clk,rst,crc);
  parameter DATAWIDTH = 8;
  input [DATAWIDTH-1:0]in;
  input clk,rst;
  output [15:0] crc;
  reg [15:0] lfsr;
  assign crc = lfsr;
  always @(posedge clk or negedge rst)
    begin
      if(!rst)
        lfsr <= 16'hFFFF;
      else
        begin
          lfsr <= calc_crc(in,crc);
        end
    end
  function [15:0]calc_crc;
    input [DATAWIDTH-1:0] data;
    input [15:0] crc;
    integer i;
    begin
      calc_crc = crc;
      for (i=0; i< DATAWIDTH; i=i+1)
        begin
          calc_crc = serial_crc16(data[DATAWIDTH-1-i],calc_crc);
        end
    end
  endfunction
  function [15:0] serial_crc16;
    input  in;
    input [15:0] lfsr;
    	begin
      	  serial_crc16[0] = in ^ lfsr[15];
          serial_crc16[1] = lfsr[0];
          serial_crc16[2] = lfsr[1];
          serial_crc16[3] = lfsr[2];
          serial_crc16[4] = lfsr[3];
          serial_crc16[5] = lfsr[4] ^ in ^ lfsr[15];
          serial_crc16[6] = lfsr[5];
          serial_crc16[7] = lfsr[6];
          serial_crc16[8] = lfsr[6];
          serial_crc16[9] = lfsr[8];
          serial_crc16[10] = lfsr[9];
          serial_crc16[11] = lfsr[10];
          serial_crc16[12] = lfsr[11] ^ in ^ lfsr[15];
          serial_crc16[13] = lfsr[12];
          serial_crc16[14] = lfsr[13];
          serial_crc16[15] = lfsr[14];
    end
  endfunction
endmodule
### ./run.sh
#!/bin/bash
# OpenROAD 26Q1-2900-gdf79404cd8, Yosys 0.63+post, stock flow scripts
make -C /OpenROAD-flow-scripts/flow DESIGN_CONFIG=/design/flow/config.mk WORK_HOME=/design/flow/orfs finish
==> results_slide.txt <==
Implementation Results

Final timing
  • Clock Skews: 0.000847 ns
  • Setup TNS: 0 ns
  • Tmin final: around 1.7 ns
  • Measured slew at the worst slew-check pin: ~0.63 ns
  • RSZ-0062 raised after global routing: false
  • Fin. Hold Viols: 0
  • Slew headroom: 0.577
  • Post-layout period usage: 0.811
  • Max Slew Vio Count: 0
  • # setup viols final: 0
  • FMAX: about 590 MHz

Job
  • Total of max-cap violations: 0
  • OpenROAD warnings: 25

Critical path
  • Critical path's top delay family: flip-flops
  • Levels on crit path: 1
  • Worst setup path end: crc[8]
  • Reg-to-Reg Start: lfsr[14]
  • CP Capture Type: output port
  • R2R Setup Slk: around 0.80 ns
  • Crit Path Class: flop to output port
  • R2r endpoint: lfsr[6]
  • Critical path cell sequence: clkdlybuf4s50_1
  • Biggest cell delay along the critical path: roughly 0.57 ns
  • CP arrival: about 1.3 ns
  • Reg2Reg Depth: 2
  • Slowest-stage cell, CP: dfstp_2
  • Critical Path RT: roughly 1.7 ns
  • Critical Path Fanout Max: 3
  • WP buf/inv: 1
  • Critical path launch point: lfsr[8]
  • CP startpoint kind: flop

Die
  • Die X: roughly 88 microns
  • Core ar.: 4410 sq um
  • Die Ht: approximately 88 microns
  • Pre-placement core utilization: 0.178
  • Chip area: 7740 sq um
  • Row count: 24
  • I/O pin cnt: 26

Logic synthesis
  • Top post-synthesis cells by count: dfstp_2, xnor2_1, xnor3_1
  • Post-synthesis cell count from yosys: slightly above 40
  • Flops out of synthesis: 15
  • Cell Area, Synth: slightly below 800 sq um
  • Yosys stat area: 787 sq um
  • Post-synth ARST share: 1.00
  • Most common reg cell: dfstp_2
  • Seq share, synth: 0.501
  • Syn_area_per_cell: between 15 and 20 sq um
  • Cell count after synthesis: a little over 40
  • Count leader, synth: dfstp_2
  • Dominant cell area share: 0.501
  • Synth area leader: dfstp_2
  • Warnings, synthesis: 1
  • Post-synth EDFFs: 0
  • Top area cell types: dfstp_2, xnor3_1, xor3_1
  • Netlist cell types: 8

Clock network
  • Cts bufs inserted: 3
  • # hold bufs at CTS: 0
  • Post-CTS Resized: 0
  • Clock Sinks: 15
  • Setup Buffers After CTS: 0
  • Worst-path clk slew: roughly 0.050 ns
  • Root Buffer Master: clkbuf_8
  • Clock buffer depth: 2
  • CTS tree: yes
  • CTS HTree Levels: 1
  • Late-Pin Clk Latency: ~0.24 ns

Pwr
  • Clock power share: 0.104
  • Switching Share: 0.252
  • VDD IR-drop max: between 0.0004 and 0.0005 V
  • Power per cell area: 1860 nW/um^2
  • LEAKAGE: 0.497 nW
  • Comb pwr share: 0.558
  • Sequential share of power: 0.338
  • Switch Pwr: between 0.0005 and 0.0006 W
  • Internal: 0.00159 W

Global route
  • GRT overflow: 0
  • All-Layer GR Usage: 0.0419
  • Global-route wire length before repair: ~2500 microns
  • Antenna violations before repair: 0
  • Largest net degree at the start of global routing: 16
  • Vias in the first global route: 490

Route
  • DRT iter0 DRCs: 10
  • Vias: about 400
  • Pre-antenna DRT Iters: 3
  • ANT nets after route: 0
  • Vias per cell: about 3.3
  • Wire per inst: between 10 and 15 microns
  • DRC viols: 0
  • N_diodes: 0
  • Final WL: 1580 microns

Run status
  • Status: finished clean

Worst hold path
  • Worst min path class: flop to flop
  • Hold path depth: 1

Finish
  • Proportion of layout cells with a drive suffix above 1: 0.319
  • Largest registers: lfsr: 15 flops
  • Area growth, synth to finish: 44.8%
  • Max FFs per register: 15
  • Fin util: 0.258
  • FILL cells: between 400 and 500
  • Largest Register: lfsr

Place
  • Port buffer count: 25
  • GPL Wtd Cong: a little under 0.8
cell families (layout without fill, tap and decap cells):
| group | after synthesis | count (layout) | synth area share |
|---|---|---|---|
| flops | 15 | 15 | 0.501 |
| xor+xnor | 24 | 24 | 0.485 |
| buf+inv | 2 | 30 | 0.0143 |
worst min path at each step:
stage / startpoint / to / slack (ns)
4_1_cts: lfsr[1] / lfsr[10] / 0.50
5_1_grt: lfsr[1] / lfsr[10] / 0.52
6_report: lfsr[1] / lfsr[10] / 0.49
cells in the final DEF (no fill, tap or decap):
cell type	count
xnor2_2	4
xnor3_1	7
xor2_1	3
xnor2_1	7
dfstp_2	15
clkdlybuf4s50_1	25
xor3_1	3
clkbuf_8	3
clkbuf_1	1
inv_1	1
routing by layer:
layer	wire (microns)	track usage	vias up
li1	-	-	189
met1	674	0.0553	191
met2	649	0.0556	20
met3	254	0.0327	0
met4	0	0.00290	0
met5	0	0	-
power groups by stage:
stage / combinational (W) / clock (W) / sequential, W
CTS: 0.00121 / 0.000229 / 0.000728
global route: 0.00130 / 0.000242 / 0.000750
finish: 0.00118 / 0.000220 / 0.000717
area by class of cell:
class | instances | area, sq um | share of cell area
clock buffer | 4 | 45.0 | 0.0395
tap | 52 | 65.1 | 0.0571
timing repair buffer | 25 | 250 | 0.220
sequential | 15 | 394 | 0.346
inverter | 1 | 3.75 | 0.00329
multi-input combinational | 24 | 382 | 0.335
metrics by stage:
step           cells  power, W  area (sq um)  worst slack (ns)  hold WS, ns
6_report         121   0.00212          1140             0.396        0.492
2_1_floorplan     41   0.00146           787             0.883        0.272
4_1_cts          121   0.00217          1140             0.369        0.500
5_1_grt          121   0.00229          1140             0.343        0.517
3_3_place_gp     117   0.00192          1090             0.295        0.477
3_5_place_dp     117   0.00192          1090             0.303        0.484
Power is estimated from default activity; no workload was simulated.
